$ cat /design/flow/config.mk
export PLATFORM = sky130hd
export DESIGN_NAME = display
export DESIGN_NICKNAME = display
export VERILOG_FILES = /design/flow/design.v
export SDC_FILE = /design/flow/constraint.sdc
export NUM_CORES = 4
export LEC_CHECK = 1
export CORE_AREA = 10 10 73 73
export DIE_AREA = 0 0 83 83
$ cat /design/flow/constraint.sdc
current_design display

set clk_period 2.3
set clk_io_pct 0.2

create_clock -name clk0 -period $clk_period [get_ports {clk}]

set non_clock_inputs [all_inputs -no_clocks]
set_input_delay [expr $clk_period * $clk_io_pct] -clock clk0 $non_clock_inputs
set_output_delay [expr $clk_period * $clk_io_pct] -clock clk0 [all_outputs]
$ cat /design/flow/design.v
module display(clk, reset, pc, dots, sevenseg, sevenseg_an);
    input 	clk;
    input 	reset;
    input [11:0] pc;
    input [3:0]  dots;
    output [7:0] sevenseg;
    output [3:0] sevenseg_an;
   wire [2:0] 	 digit;
   reg [1:0] 	 anode;
   reg [10:0]    divider;
   reg           aclk;
   assign digit = (anode == 2'b11) ? pc[11:9] :
		  (anode == 2'b10) ? pc[8:6] :
		  (anode == 2'b01) ? pc[5:3] :
		  (anode == 2'b00) ? pc[2:0] :
		  3'b0;
   assign sevenseg_an = (anode == 2'b11) ? 4'b0111 :
			(anode == 2'b10) ? 4'b1011 :
			(anode == 2'b01) ? 4'b1101 :
			(anode == 2'b00) ? 4'b1110 :
			4'b1111;
   assign sevenseg[0] = ~dots[anode];
   sevensegdecode decode({1'b0, digit}, sevenseg[7:1]);
   always @(posedge clk)
     begin
       divider <= divider + 11'b1;
       if (divider == 0)
          aclk = ~aclk;
     end
   always @(posedge aclk)
       anode <= anode + 1'b1;
endmodule
module sevensegdecode(digit, ss_out);
    input [3:0] digit;
    output [6:0] ss_out;
    assign ss_out =
        (digit == 4'd0) ? 7'b0000001 :
        (digit == 4'd1) ? 7'b1001111 :
        (digit == 4'd2) ? 7'b0010010 :
        (digit == 4'd3) ? 7'b0000110 :
        (digit == 4'd4) ? 7'b1001100 :
        (digit == 4'd5) ? 7'b0100100 :
        (digit == 4'd6) ? 7'b1100000 :
        (digit == 4'd7) ? 7'b0001111 :
        (digit == 4'd8) ? 7'b0000000 :
        (digit == 4'd9) ? 7'b0001100 :
        (digit == 4'ha) ? 7'b0001001 :
        (digit == 4'hb) ? 7'b1100000 :
        (digit == 4'hc) ? 7'b0110001 :
        (digit == 4'hd) ? 7'b1000010 :
        (digit == 4'he) ? 7'b0010000 :
        (digit == 4'hf) ? 7'b0111000 :
    	7'b1111111;
endmodule
$ cat /design/flow/run.sh
#!/bin/bash
# OpenROAD 26Q1-2900-gdf79404cd8, Yosys 0.63+post, stock flow scripts
make -C /OpenROAD-flow-scripts/flow DESIGN_CONFIG=/design/flow/config.mk WORK_HOME=/design/flow/orfs finish
==> GITHUB_STEP_SUMMARY <==
### Flow metrics

| Metric | Value |
|---|---|
| Least-Margin Pin Slew | `403 ps` |
| Post-Synth Simple-Gate Area | `19.1%` |
| Multiplexer share | `6.22%` |
| Final Hold Fails | `0` |
| Num CTS Buffers | `3` |
| Met3 wire len | `82 um` |
| I/O Buffers | `28` |
| Pleak | `0.000619 uW` |
| WP data required | `1840 ps` |
| Layout cell share with drive strength beyond 1 | `30.0%` |
| HPWL after DPL | `1450 um` |
| Wl on met1 | `1090 um` |
| Max-slew violations | `0` |
| Worst vdd ir | `0.332 mV` |
| Avg Cell Area, Syn | `9.94 sq um` |
| Worst hold margin | `426 ps` |
| Tool warnings | `33` |
| Fa+ha+maj area frac | `13.0%` |
| Slew margin rel. | `73.1%` |
| Final wirelength | `1950 um` |
| Via density per instance | `4.12` |
| HP Class | `reg -> reg` |
| Worst Path Arrival | `1770 ps` |
| Area fraction in compound gates | `10.7%` |
| Met2 WL | `770 um` |
| Seq share, synth | `34.4%` |
| Post-DP Area | `1190 sq um` |
| # diodes | `0` |
| Psw | `77.2 uW` |
| FP Util | `22.6%` |
| Most numerous logic cells after layout | `13 x dfxtp_1, 11 x inv_1, 11 x clkdlybuf4s50_1, 11 x buf_4, 10 x dlygate4sd2_1` |
| Pin count of the biggest net entering global routing | `10` |
| Syn. warnings | `1` |
| CTS tree | `built` |
| Yosys cell count | `85` |
| Crit-path cells | `clkdlybuf4s50_1 > inv_1 > a21oi_1 > a22oi_2 > buf_6 > and3b_1 > dlygate4sd2_1` |
| Worst-path clk slew | `50 ps` |
| Max cap viols | `0` |
| Clock skew | `0.492 ps` |
| Hold_buf cts | `0` |
| Top cell excl fill/tap | `dfxtp_1` |
| DR WL/cell | `10.9 um` |
| Gate power share | `5.8%` |
| GPL Wtd Cong | `0.850` |
| Hold path cells | `1` |
| Residual DRC | `0` |
| Layout area overhead | `60.4%` |
| First-pass GRT wire length | `3310 um` |
| Initial antenna violation count | `0` |
| Setup TNS | `0 ps` |
| Die Y | `83 um` |
| CTS max path bufs | `2` |
| Die x size | `83 um` |
| Worst Path Class, Setup | `in -> out` |
| Worst Setup Start Kind | `input port` |
| Endpoints left unconstrained | `6` |
| Post-layout period usage | `97.0%` |
| #FFs+latches synth | `14` |
| Crit Path Max Fanout | `6` |
| Top sig layer | `met3` |
| Vias | `734` |
| Vias in the first global route | `731` |
| Design area | `1360 sq um` |
| Sw Ratio | `16.8%` |
| Core Footprint | `3740 sq um` |
| Pwr dens | `338 nW/um^2` |
| Slowest Stage Delay on Critical Path | `460 ps` |
| Status | `finished, final reports clean` |
| H-tree Lvls | `1` |
| Final setup violation count | `0` |
| First-pass DRT Iterations | `4` |
| Mapped Area | `845 sq um` |
| Reg power frac | `45.9%` |
| Clock power frac | `48.3%` |
| Clock root cell | `clkbuf_8` |
| # fillers | `369` |
| R2r worst-path depth | `5` |
| Slowest CP cell | `clkdlybuf4s50_1` |
| Synth unique cells | `29` |
| Max Fclk | `0.448 GHz` |
| GRT Resource Usage Total | `5.39%` |
| Largest logic family | `simple AND/OR/NAND/NOR gates` |
| Rows | `22` |
| I/O pin count | `30` |
| Clock latency (worst-skew pair) | `230 ps` |
| Chip area in the Yosys report | `845 sq um` |
| Power Internal | `382 uW` |
| Final Critical Period | `2230 ps` |
| Register pins left without a clock | `2` |
| Power after layout | `459 uW` |
| Total gr overflow | `0` |
| Iter 0 DRT Violations | `12` |
| Critical Path Sink Type | `output port` |
| Xor/xnor cell area share of the yosys netlist | `10.4%` |
| Post-DRT Antenna Nets | `0` |
| Die area | `6890 sq um` |
| RSZ-0062 raised after global routing | `yes` |
| Gate count of the mapped netlist | `85` |
-- power by group through the flow --
stage	Sequential (uW)	Clock (uW)	Combinational [uW]
6_report	211	222	26.4
5_1_grt	210	239	28.6
4_1_cts	211	229	27.5
-- synthesized netlist by cell type --
master	number	area share [%]
buf_6	1	1.3
a211oi_4	2	4.7
a22oi_2	1	1.5
nor2b_4	1	1.6
ha_1	8	12
and4b_1	1	1.2
a211oi_1	2	1.8
maj3_1	1	1.2
and3b_1	1	1.0
nand2_1	5	2.2
xnor2_1	5	5.2
o21ai_1	1	0.59
nor2b_1	2	1.5
nand4_1	2	1.5
dfxtp_1	13	31
o21bai_1	1	0.89
nor3_1	1	0.59
edfxtp_1	1	3.6
nor3b_1	2	1.8
mux4_2	1	2.7
nand2b_1	1	0.74
nand3b_1	2	1.8
xor2_1	5	5.2
a21oi_1	2	1.2
inv_1	11	4.9
nor4_1	2	1.5
nand3_1	4	2.4
nor2_1	3	1.3
mux2i_1	3	3.6
-- state kept, by name, indices dropped and copies added (netlist names) --
name	cells
divider	11
anode	2
aclk	1
-- area by class of cell --
type                       count  area (sq um)  area share, %
multi-input combinational     59           552           40.7
timing repair buffer          42           357           26.3
sequential                    14           290           21.4
tap                           48          60.1           4.43
clock buffer                   4          55.1           4.06
inverter                      11          41.3           3.05
-- logic make-up after synthesis --
logic type,count (synthesis)
xor gates and xnor gates,10
and+or+nand+nor,27
AOI/OAI and AO/OA,9
DFF,14
buffers and inverters,12
muxes,4
adders and majority gates,9
-- what timing repair did --
item / 4_1_cts / 5_1_grt
hold endpoints to repair: 0 / 0
setup endpoints to repair: 8 / 4
gates resized: 32 / 10
buffers inserted: 11 / 1
pin swaps: 7 / 6
-- per-layer routing --
layer	vias up	global-route usage [%]
li1	378	-
met1	331	8.13
met2	25	7.75
met3	0	1.28
met4	0	0.615
met5	-	0
-- path summary, 6_finish.rpt --
kind | start | to | slack, ps
max | pc[8] | sevenseg[5] | 70
min | divider[0] | divider[0] | 430
max reg2reg | divider[0] | divider[8] | 1110
min reg2reg | divider[0] | divider[0] | 430
-- critical path, delay by kind of cell --
family	cells	cell delay, ps
AND/OR/NAND/NOR	1	170
AND-OR/OR-AND	2	240
buffers and inverters	4	890
-- stage by stage --
step	setup WS [ps]	utilization, %	cells
2_1_floorplan	560	-	85
5_1_grt	-37.8	36.2	178
3_3_place_gp	-372	31.8	162
6_report	69.4	36.2	178
3_5_place_dp	-407	31.8	162
4_1_cts	47.8	35.7	177
Power is estimated from default activity; no workload was simulated.
