**/design/flow/config.mk**
```make
export PLATFORM = sky130hd
export DESIGN_NAME = pdp8_tt
export DESIGN_NICKNAME = pdp8_tt
export VERILOG_FILES = /design/flow/design.v
export SDC_FILE = /design/flow/constraint.sdc
export NUM_CORES = 4
export LEC_CHECK = 1
export CORE_UTILIZATION = 30
```
**/design/flow/constraint.sdc**
```tcl
current_design pdp8_tt

set clk_period 5.7
set clk_io_pct 0.2

create_clock -name clk0 -period $clk_period [get_ports {brgclk}]
create_clock -name clk1 -period $clk_period [get_ports {clk}]

set non_clock_inputs [all_inputs -no_clocks]
set_input_delay [expr $clk_period * $clk_io_pct] -clock clk0 $non_clock_inputs
set_output_delay [expr $clk_period * $clk_io_pct] -clock clk0 [all_outputs]
```
**/design/flow/design.v**
```verilog
module brg(clk, reset, tx_baud_clk, rx_baud_clk);
   input clk;
   input reset;
   output tx_baud_clk;
   output rx_baud_clk;
   parameter SYS_CLK = 26'd50000000;
   parameter BAUD = 16'd9600;
   parameter RX_CLK_DIV = SYS_CLK / (BAUD * 16 * 2);
   parameter TX_CLK_DIV = SYS_CLK / (BAUD * 2);
   reg [12:0] rx_clk_div;
   reg [12:0] tx_clk_div;
   reg 		tx_baud_clk;
   reg 		rx_baud_clk;
   always @(posedge clk or posedge reset)
     if (reset)
       begin
	  rx_clk_div  <= 0;
	  rx_baud_clk <= 0; 
       end
     else 
       if (rx_clk_div == RX_CLK_DIV)
	 begin
	    rx_clk_div  <= 0;
	    rx_baud_clk <= ~rx_baud_clk;
	 end
       else
	 begin
	    rx_clk_div  <= rx_clk_div + 13'b1;
	    rx_baud_clk <= rx_baud_clk;
	 end
   always @(posedge clk or posedge reset)
     if (reset)
       begin
	  tx_clk_div  <= 0;
	  tx_baud_clk <= 0; 
       end
     else 
       if (tx_clk_div == TX_CLK_DIV)
	 begin
	    tx_clk_div  <= 0;
	    tx_baud_clk <= ~tx_baud_clk;
	 end
       else
	 begin
	    tx_clk_div  <= tx_clk_div + 13'b1;
	    tx_baud_clk <= tx_baud_clk;
	 end
endmodule
module pdp8_tt(clk, brgclk, reset,
	       iot, state, mb,
	       io_data_in, io_data_out, io_select, io_selected,
	       io_data_avail, io_interrupt, io_skip,
	       uart_in, uart_out);
   input	clk;
   input 	brgclk;
   input 	reset;
   input 	iot;
   input [3:0] 	state;
   input [11:0] mb;
   input [11:0] io_data_in;
   input [5:0] 	io_select;
   input	uart_in;
   output reg [11:0] io_data_out;
   output reg	     io_selected;
   output  	     io_data_avail;
   output  	     io_interrupt;
   output reg 	     io_skip;
   output	     uart_out;
   reg [7:0] 	     tx_data;
   reg 		     tx_int;
   wire 	     tx_empty;
   wire 	     tx_ack;
   wire [11:0] 	     rx_data;
   reg 		     rx_int;
   wire 	     rx_empty;
   wire 	     rx_ack;
   wire 	     assert_tx_int;
   wire 	     assert_rx_int;
   wire		     tx_busy;
   reg [2:0] 	     tto_state;
   wire [2:0] 	     tto_state_next;
   wire 	     tto_empty;
   wire 	     tto_req;
   reg 		     tto_write;
   reg [1:0] 	     tti_state;
   wire [1:0] 	     tti_state_next;
   wire 	     tti_full;
   wire 	     tti_req;
   reg 		     tti_read;
   wire 	     uart_tx_clk;
   wire 	     uart_rx_clk;
   parameter [3:0]
		F0 = 4'b0000,
 		F1 = 4'b0001,
 		F2 = 4'b0010,
 		F3 = 4'b0011;
   brg baud_rate_generator(.clk(brgclk),
			   .reset(reset),
			   .tx_baud_clk(uart_tx_clk),
			   .rx_baud_clk(uart_rx_clk));
   uart tt_uart(.clk(clk),
		.reset(reset),
		.tx_clk(uart_tx_clk),
		.tx_req(tto_req),
		.tx_ack(tx_ack),
		.tx_data(tx_data), 
		.tx_empty(tx_empty),
		.rx_clk(uart_rx_clk),
		.rx_req(tti_req),
		.rx_ack(rx_ack),
		.rx_data(rx_data[7:0]),
		.rx_empty(rx_empty),
		.rx_in(uart_in),
		.tx_out(uart_out));
   assign io_interrupt = rx_int || tx_int;
   assign io_data_avail = 1'b1;
   assign rx_data[11:8] = 4'b0;
   always @(state or iot or io_select or mb or
	    rx_int or tx_int or tx_busy or io_data_in or rx_data)
     begin
	io_skip = 1'b0;
	io_data_out = io_data_in;
	io_selected = 1'b0;
	tti_read = 0;
	tto_write = 0;
	if (state == F1 && iot)
	  case (io_select)
	    6'o03:
	      begin
		 io_selected = 1'b1;
		 if (mb[0])
		   io_skip = rx_int;
		 if (mb[1])
		   begin
		      tti_read = 1;
		   end
		 if (mb[2])
		   begin
		      io_data_out = rx_data;
		   end
		 else
		   io_data_out = 12'b0;
	      end
	    6'o04:
	      begin
		 io_selected = 1'b1;
		 if (mb[0])
		   begin
		      io_skip = ~tx_busy;
		   end
		 if (mb[2])
		   tto_write = 1;
	      end
	    default:
	      ;
	  endcase  
     end
   always @(posedge clk)
     if (reset)
       begin
	  rx_int <= 0;
	  tx_int <= 0;
	  tx_data <= 8'b0;
       end
     else
       begin
	  if (iot && state == F1)
	    begin
	       case (io_select)
		 6'o03:
		   begin
		      if (mb[1]  )
			begin
			   rx_int <= 1'b0;
			end
		   end
		 6'o04:
		   begin
		      if (mb[0])
			begin
			end
		      if (mb[1] && ~assert_tx_int)
			begin
			   tx_int <= 1'b0;
			end
		      if (mb[2])
			begin
tx_int <= 1'b0;
			   tx_data <= io_data_in[7:0];
			end
		   end
		 default:
		   ;
               endcase
	    end  
	  else
	    begin
	       if (assert_rx_int && ~rx_int)
		 begin
		    rx_int <= 1;
		 end
	       if (assert_tx_int && ~tx_int)
		 begin
		    tx_int <= 1;
		 end
	    end  
       end  
   always @(posedge clk)
     if (reset)
       tto_state <= 0;
     else
       tto_state <= tto_state_next;
   assign tto_req = tto_state == 1;
   assign tto_empty = tto_state == 0;
   assign tx_busy = ~tto_empty;
   assign tto_state_next = (tto_state == 0 && tto_write) ? 1 :
			   (tto_state == 1 && tx_ack) ? 2 :
			   (tto_state == 2 && ~tx_ack) ? 3 :
			   (tto_state == 3 && tx_empty) ? 4 :
			   (tto_state == 4) ? 0 :
			   tto_state;
   assign assert_tx_int = tto_state == 4;
   always @(posedge clk)
     if (reset)
       tti_state <= 0;
     else
       tti_state <= tti_state_next;
   assign tti_req = tti_state == 1;
   assign tti_full = tti_state == 3;
   assign tti_state_next = (tti_state == 0 && ~rx_empty) ? 1 :
			   (tti_state == 1 && rx_ack) ? 2 :
			   (tti_state == 2 && ~rx_ack) ? 3 :
			   (tti_state == 3 && tti_read) ? 0 :
			   tti_state;
   assign assert_rx_int = tti_full;
endmodule
module uart(clk, reset,
	    tx_clk, tx_req, tx_ack, tx_data, tx_empty,
	    rx_clk, rx_req, rx_ack, rx_data, rx_empty,
	    rx_in, tx_out);
   input        clk;
   input        reset;
   input        tx_clk;
   input        tx_req;
   output 	tx_ack;
   input [7:0] 	tx_data;
   output       tx_out;
   output       tx_empty;
   input        rx_clk;
   input        rx_req;
   output 	rx_ack;
   output [7:0] rx_data;
   input        rx_in;
   output       rx_empty;
   reg 		tx_ack;
   reg 		rx_ack;
   reg [7:0] 	tx_reg;
   reg          tx_empty;
   reg          tx_over_run;
   reg [3:0] 	tx_cnt;
   reg          tx_out;
   reg [7:0] 	rx_reg;
   reg [7:0] 	rx_data;
   reg [3:0] 	rx_sample_cnt;
   reg [3:0] 	rx_cnt;  
   reg          rx_frame_err;
   reg          rx_over_run;
   reg          rx_empty;
   reg          rx_d1;
   reg          rx_d2;
   reg          rx_busy;
   reg [1:0]	rx_uld;
   reg [1:0] 	rx_uld_next;
   reg [1:0]	tx_ld;
   reg [1:0] 	tx_ld_next;
   always @(posedge rx_clk or posedge reset)
     if (reset)
       rx_uld <= 2'b00;
     else
       rx_uld <= rx_uld_next;
   always @(rx_req or rx_uld)
     begin
	rx_uld_next = rx_uld;
	rx_ack = 0;
	case (rx_uld)
	  2'b00:
	    if (rx_req)
	      rx_uld_next = 2'b01;
	  2'b01: begin
	     rx_ack = 1;
	     rx_uld_next = 2'b10;
	    end
	  2'b10: begin
	     rx_ack = 1;
	     if (~rx_req)
	       rx_uld_next = 2'b00;
	    end
	  default:
	    rx_uld_next = 2'b00;
	endcase
     end
   wire uld_rx_data;
   assign uld_rx_data = rx_uld == 2'b01;
   always @(posedge tx_clk or posedge reset)
     if (reset)
       tx_ld <= 2'b00;
     else
       tx_ld <= tx_ld_next;
   always @(tx_req or tx_ld)
     begin
	tx_ld_next = tx_ld;
	tx_ack = 0;
	case (tx_ld)
	  2'b00:
	    if (tx_req)
	      tx_ld_next = 2'b01;
	  2'b01: begin
	     tx_ack = 1;
	     tx_ld_next = 2'b10;
	    end
	  2'b10: begin
	     tx_ack = 1;
	     if (~tx_req) tx_ld_next = 2'b00;
	    end
	  default:
	    tx_ld_next = 2'b00;
	endcase
     end
   wire ld_tx_data;
   assign ld_tx_data = tx_ld == 2'b01;
   always @(posedge rx_clk or posedge reset)
     if (reset)
       begin
	  rx_reg <= 0; 
	  rx_data <= 0;
	  rx_sample_cnt <= 0;
	  rx_cnt <= 0;
	  rx_frame_err <= 0;
	  rx_over_run <= 0;
	  rx_empty <= 1;
	  rx_d1 <= 1;
	  rx_d2 <= 1;
	  rx_busy <= 0;
       end
     else
       begin
	  rx_d1 <= rx_in;
	  rx_d2 <= rx_d1;
	  if (uld_rx_data && ~rx_empty)
	    begin
	       rx_data <= rx_reg;
	       rx_empty <= 1;
	  end
	  if (1 )
	    begin
	       if (!rx_busy && !rx_d2)
		 begin
		    rx_busy <= 1;
		    rx_sample_cnt <= 1;
		    rx_cnt <= 0;
		 end
	       if (rx_busy)
		 begin
		    rx_sample_cnt <= rx_sample_cnt + 4'd1;
		    if (rx_sample_cnt == 7)
		      begin
			 if ((rx_d2 == 1) && (rx_cnt == 0))
			   rx_busy <= 0;
			 else
			   begin
			      rx_cnt <= rx_cnt + 4'd1; 
			      if (rx_cnt > 0 && rx_cnt < 9)
				   rx_reg[rx_cnt - 1] <= rx_d2;
			      if (rx_cnt == 4'd9)
				begin
				   rx_busy <= 0;
				   if (rx_d2 == 0)
				     rx_frame_err <= 1;
				   else
				     begin
					rx_empty <= 0;
					rx_frame_err <= 0;
					rx_over_run <= (rx_empty) ?
							 1'b0 : 1'b1;
				     end
				end
			   end
		      end 
		 end 
	    end
       end
    always @ (posedge tx_clk or posedge reset)
      if (reset)
	begin
	   tx_empty <= 1'b1;
	   tx_out <= 1'b1;
	   tx_cnt <= 4'b0;
	   tx_reg <= 0;
	   tx_over_run <= 0;
	end
      else
	begin
   	   if (ld_tx_data)
	     begin
		if (!tx_empty)
		  tx_over_run <= 1;
		else
		  begin
		     tx_reg <= tx_data;
		     tx_empty <= 0;
		  end
	     end
	  if ( !tx_empty)
	    begin
	       tx_cnt <= tx_cnt + 4'b1;
	       case (tx_cnt)
		 4'd0: tx_out <= 0;
		 4'd1: tx_out <= tx_reg[0];
		 4'd2: tx_out <= tx_reg[1];
		 4'd3: tx_out <= tx_reg[2];
		 4'd4: tx_out <= tx_reg[3];
		 4'd5: tx_out <= tx_reg[4];
		 4'd6: tx_out <= tx_reg[5];
		 4'd7: tx_out <= tx_reg[6];
		 4'd8: tx_out <= tx_reg[7];
		 4'd9: begin
		    tx_out <= 1;
		    tx_cnt <= 0;
		    tx_empty <= 1;
		 end
		 default: ;
	       endcase
	    end
	end
endmodule
```
**/design/flow/run.sh**
```bash
#!/bin/bash
# OpenROAD 26Q1-2900-gdf79404cd8, Yosys 0.63+post, stock flow scripts
make -C /OpenROAD-flow-scripts/flow DESIGN_CONFIG=/design/flow/config.mk WORK_HOME=/design/flow/orfs finish
```
==> results.tsv <==
stage	metric	value	unit
finish	mi_logic_area	2300	um2
synthesis	area_leaders	dfrtp_1 37%, dfxtp_1 6.5%, ha_1 4.3%	
drt	wl_met2	3.79	mm
setup_path	r2r-start	baud_rate_generator.tx_clk_div[8]$_DFF_PP0_	
setup_path	start_kind	primary input	
placement	portBuffers	44	
power	power_frac_clock	49.3	%
timing	max_slew_margin	44.0	%
setup_path	cp_cell_sequence	clkdlybuf4s50_1, or3_1, nor3_4, nand2_1, o21ai_0, clkdlybuf4s50_1	
cts	cts_tree	built	
cts	post-cts-setup-buffers	0	
setup_path	crit_buf_inv	2	
drt	drc	0	
setup_path	critPathTopFamily	simple AND/OR/NAND/NOR gates	
timing	untimed_endpoints	49	
synthesis	yosys.area.top_type_share	37.2	%
drt	routed_wl	8.23	mm
synthesis	ys_warn_count	3	
global_routing	grt_pass1_wl	14.5	mm
setup_path	cpMostUsedCell	clkdlybuf4s50_1	
power	p_per_area	128	nW/um2
timing	fin_setup_tns	0	ns
cts	hold_buffers	0	
setup_path	crit_slowest_cell	clkdlybuf4s50_1	
drt	ant_nets	0	
power	p_int	0.000565	W
die	die_h	126	um
drt	routed_via_density	4.80	
synthesis	ys_chip_area	4640	um2
timing	worst_pin_slew	0.840	ns
synthesis	synth.avg_cell_area	10.3	um2
global_routing	grt_usage	11.1	%
power	irDropWorstVdd	114	uV
drt	vias	3239	
setup_path	worst_ep_required_time	4.56	ns
status	status	complete, no violations	
synthesis	synth-seq-cells	91	
timing	report.final.slew_viol_count	0	
synthesis	synth_top_cell_by_area	dfrtp_1	
setup_path	crit_arrival	3.43	ns
setup_path	startpoint	io_select[3]	
setup_path	cp_max_fo	20	
synthesis	ff_type	dfrtp_1	
synthesis	synth-cells-yosys	450	
synthesis	edf_count	0	
setup_path	path_class	primary input to output port	
drt	drtIter0Drc	193	
finish	synthToLayoutAreaGrowth	17.2	%
hold_path	hold_class	flip-flop to flip-flop	
placement	dp.final_hpwl	6.17	mm
timing	finalSetupViolCount	0	
die	core_area	15100	um2
drt	antennaDiodeCount	0	
timing	skew	0.00146	ns
global_routing	grt_pass1_vias	3087	
drt	wl_per_cell	12.2	um
synthesis	netlist_area	4640	um2
drt	wl_met1	4.17	mm
synthesis	ys_types	62	
hold_path	min_from	baud_rate_generator.tx_clk_div[12]$_DFF_PP0_	
synthesis	seq_area_frac_synth	47.7	%
die	row_count	45	
cts	clkTransAtPathRegs	0.07	ns
power	p_sw_share	18.9	%
finish	fillers	1422	
finish	drive_above_1_share	10.1	%
synthesis	syn_inst	450	
setup_path	endpoint_kind	output port	
global_routing	antenna_found_initial	0	
setup_path	max_stage_delay	0.51	ns
global_routing	grt_start_max_net_pins	44	
die	io_pins	56	
cts	cts_resized	0	
timing	rsz0062_at_grt	false	
timing	unclocked_pins	48	
die	dieArea	16000	um2
global_routing	grt-ovfl-total	0	
die	fp_util	30.6	%
timing	hold_viol	0	
power	power.leakage	2.36	nW
die	fp.dieW	126	um
timing	hold-worst-slack	0.459	ns
power	combPwrFrac	7.1	%
drt	met3_length	248	um
placement	gp_congestion	0.796	
finish	largestRegisters	baud_rate_generator.rx_clk_div (13), baud_rate_generator.tx_clk_div (13)	
run	warning_count	41	
drt	top_layer	met4	
run	cap_violations	0	
finish	flop_area	2210	um2
power	power.switching	0.000132	W
power	seqPwrFrac	43.7	%
drt	firstDrtPassIters	4	
synthesis	synthArstFlopShare	83.5	%
-- placed cells by master (no fill, tap or decap), types with 3 or more instances in the layout --
cell type,synthesis,routed
nor2_1,45,45
mux2_2,17,17
or3_1,6,6
and3_1,5,5
nor3_1,10,10
nand4b_1,3,3
nor4_1,4,4
nand4_1,7,7
nor2b_1,8,8
mux2_1,8,8
clkdlybuf4s50_1,0,44
ha_1,16,16
a21oi_1,7,7
dfxtp_1,15,15
xnor2_1,17,17
nor4b_1,3,3
dfrtp_1,69,69
nand2_1,40,40
o21ai_1,3,3
clkbuf_16,0,6
xor2_1,11,11
nand3b_1,5,5
nand3_1,14,14
a21o_1,6,6
and2_1,9,9
mux2i_1,11,11
nand2b_1,7,7
dfstp_2,7,7
inv_1,14,13
nor3b_1,7,7
o21ai_0,24,24
or2_2,3,3
-- cells in the mapped netlist, drive strengths merged, types with 2 or more instances --
cell and n:
o211ai 2, nor2 45, ha 16, a21oi 7, nor3 11, xor2 12, nand2b 7, and3 5
mux2i 11, xnor2 18, or3 6, a31oi 2, nand3b 5, nor3b 8, mux2 25, o21ai 27
dfrtp 69, nor4 6, inv 14, nor4bb 2, nand4 7, and2 9, dfstp 7, dfxtp 15
nor2b 9, or2 3, nand2 41, nand3 15, nand4bb 2, nand4b 3, a21o 6, nor4b 3
buf 4, clkbuf 12
-- final timing paths --
check	end	slack, ns	cells after the start
worst max-delay path	io_data_out[1]	1.13	6
worst min-delay path	baud_rate_generator.tx_clk_div[12]$_DFF_PP0_	0.46	1
worst max register to register	baud_rate_generator.tx_baud_clk$_DFFE_PP0N_	3.99	4
worst min register to register	baud_rate_generator.tx_clk_div[12]$_DFF_PP0_	0.46	1
max in group asynchronous	baud_rate_generator.rx_baud_clk$_DFFE_PP0N_	2.89	3
max in group clk1	tx_data[4]$_SDFFE_PP0P_	2.94	6
min in group clk1	tx_data[0]$_SDFFE_PP0P_	0.49	2
min in group asynchronous	baud_rate_generator.tx_clk_div[6]$_DFF_PP0_	1.81	2
-- power groups by stage --
stage         clock network (W)  registers, W   logic, W
CTS                    0.000352      0.000304  0.0000511
global route           0.000363      0.000304  0.0000555
finish                 0.000344      0.000304  0.0000494
-- area by class of cell --
cell class / instances / area share [%]
Clock buffer: 6 / 2.76
Tap cell: 188 / 4.33
Multi-Input combinational cell: 329 / 42.4
Sequential cell: 91 / 40.7
Timing Repair Buffer: 45 / 8.24
Inverter: 14 / 0.967
Clock inverter: 2 / 0.645
-- kinds of logic (layout without fill, tap and decap cells) --
logic type,Yosys count,in the layout,share of synthesized area (%)
AOI/OAI and AO/OA,57,57,7.85
other,1,1,0.0809
and+or+nand+nor,188,188,22.2
adders and majority gates,16,16,4.32
xor gates and xnor gates,30,30,6.23
buffers and inverters,30,67,2.70
DFF,91,91,47.7
muxes,37,37,8.93
-- stage by stage --
| stage | util (%) | setup slack (ns) | std cells | instance area [um2] | power (W) |
|---|---|---|---|---|---|
| final | 35.9 | 1.13 | 675 | 5430 | 0.000697 |
| after global routing | 35.9 | 0.893 | 675 | 5430 | 0.000722 |
| after CTS | 35.9 | 1.07 | 675 | 5430 | 0.000707 |
| after detailed placement | 34.7 | 1.07 | 667 | 5250 | 0.000361 |
| after global placement | 34.7 | 1.06 | 667 | 5250 | 0.000361 |
| after floorplan | - | 2.40 | 450 | 4640 | 0.000326 |
-- metal layers --
metal	GRT usage, %	vias up
li1	-	1651
met1	17.1	1537
met2	17.6	47
met3	1.89	4
met4	0.638	0
met5	0	-
Power is estimated from default activity; no workload was simulated.
